### design/flow/run.sh
#!/bin/bash
# OpenROAD 26Q1-2900-gdf79404cd8, Yosys 0.63+post, stock flow scripts
make -C /OpenROAD-flow-scripts/flow DESIGN_CONFIG=/design/flow/config.mk WORK_HOME=/design/flow/orfs finish
### design/flow/config.mk
export PLATFORM = sky130hd
export DESIGN_NAME = counter10
export DESIGN_NICKNAME = counter10
export VERILOG_FILES = /design/flow/design.v
export SDC_FILE = /design/flow/constraint.sdc
export NUM_CORES = 4
export LEC_CHECK = 1
export CORE_AREA = 10 10 70 70
export DIE_AREA = 0 0 80 80
### design/flow/constraint.sdc
current_design counter10

set clk_period 1.3
set clk_io_pct 0.2

create_clock -name clk0 -period $clk_period [get_ports {clk}]

set non_clock_inputs [all_inputs -no_clocks]
set_input_delay [expr $clk_period * $clk_io_pct] -clock clk0 $non_clock_inputs
set_output_delay [expr $clk_period * $clk_io_pct] -clock clk0 [all_outputs]
### design/flow/design.v
module counter10(input rstn,
                 input clk,
                 output [3:0] cnt,
                 output cout);
    reg [3:0] cnt_temp ;
    always@(posedge clk or negedge rstn) begin
        if (! rstn)begin
            cnt_temp <= 4'b0 ;
        end
        else if (cnt_temp == 4'd9) begin
            cnt_temp <= 4'b000;
        end
        else begin
            cnt_temp <= cnt_temp + 1'b1 ;
        end
    end
    assign  cout = (cnt_temp == 4'd9) ;
    assign  cnt  = cnt_temp ;
endmodule
==> out/metrics.cfg <==
[grt]
grt_max_degree=6
grt_pass1_vias=179
antenna_found_initial=0
grt_pass1_wl_um=897
grt_overflow=0
grt_util_all_layers_pct=1.926

[route]
vias=175
wl_per_cell_um=7.192
wl_um=561
drtIter0Drc=0
first_pass_iters=1
antennaDiodeCount=0
drc=0
post_drt_via_cell_ratio=2.244
ant_nets=0

[floorplan]
die-area_mm2=0.006400
rows=21
core_area_mm2=0.003416
die_w_um=80
fp_util_pct=5.018
die_h_um=80
io_pins=7

[sta]
worst_slew_pin_slew_ns=0.2002
fin_skew_ns=0.002835
max_freq_mhz=770.0
setup_viol=0
setup_tns_ns=0
period_needed_ns=1.299
max-slew-margin-rel_pct=86.61
timing.final.crit_share_pct=99.90
final_max_slew_viol_count=0
rsz0062_at_grt=true
holdWs_ns=0.2294
hold_violations=0

[finish]
final_util_pct=10.95
top_regs=cnt_temp (4)
largest_register_ff_count=4
top_register=cnt_temp
mostFrequentLayoutCells=buf_4, dfrtp_1, dlygate4sd2_1, clkbuf_4
fillers=404
layout_top_cell=buf_4
area_growth_pct=118.2
design_area_um2=374.1
drive_above_1_share_pct=46.88

[clock_tree]
clock_path_buffers=2
ctsHtreeMaxLevel=1
cts_buffers=3
clock_sinks=4
clk_pin_slew_ns=0.04
clockRootBuffer=clkbuf_4
clkLatencyLatePin_ns=0.24
cts_tree=done

[synthesis]
ys_cells=15
ys_area_um2=171.4
yosys_warnings=1
ys_ff=4
syn_area_per_cell_um2=11.43
synth_cell_types=11
ys_seq_share_pct=58.39
syn-cell-area_um2=171.4
synthCells=15

[worst_hold_path]
min_path_type=input pin to async pin

[worst_setup_path]
cp_top_family=flip-flops
rrSetupSlack_ns=0.16
path_class=flop to output port
critPathBufInv=1
crit_chain=nor2b_2 > nor3b_2 > clkbuf_2
crit_path_end_kind=output port
path_max_fanout=2
start_kind=flop
crit_path_top_delay_cell=dfrtp_1
required_ns=1.04
crit_arrival_ns=1.04
slowest_delay_ns=0.38

[placement]
port_buffers=6
dpl_cell_area_um2=319.1
place_congestion=0.7610

[power]
ir_drop_mv=0.2484
leakagePower_nw=0.1675
p_per_area_mw_per_mm2=765.1

[flow_run]
tool_warnings=27
drv_cap=0

[outcome]
status=finished clean

final cells by class:
cell class | instances | area [µm²] | share of cell area, %
multi-input cells | 9 | 68.82 | 18.39
inverters | 2 | 7.507 | 2.007
flip-flops and latches | 4 | 100.1 | 26.76
repair buffers | 14 | 117.6 | 31.44
clock buffers | 3 | 22.52 | 6.020
well taps | 46 | 57.56 | 15.38
Yosys cell counts, drive strengths merged:
| master | count | area (µm²) |
|---|---|---|
| dfrtp | 4 | 100.1 |
| a221o | 1 | 10.01 |
| o21ai | 1 | 5.000 |
| mux2 | 1 | 11.26 |
| xnor2 | 1 | 8.760 |
| nand2 | 1 | 3.750 |
| nor2b | 1 | 8.760 |
| nor3b | 1 | 7.510 |
| nor3 | 1 | 5.000 |
| nor2 | 1 | 3.750 |
| inv | 2 | 7.510 |
worst register-to-register path: stages, from the launching register on:
cell and delay, ns:
dfrtp_1 0.38, buf_6 0.12, buf_4 0.14, nand2_1 0.09, nor3_1 0.05, a221o_1 0.25
power breakdown:
group / internal (mW) / switching, mW
Clock: 0.103 / 0.0525
Combinational: 0.00267 / 0.00245
Sequential: 0.125 / 0
Total: 0.231 / 0.0550
cells by family (layout without fill, tap and decap cells):
family                 count (synthesis)  count (layout)  synth area share (%)
AND/OR/NAND/NOR                        5               5                 16.78
flip-flops                             4               4                 58.40
AND-OR/OR-AND                          2               2                 8.757
buffers and inverters                  2              19                 4.381
XOR/XNOR                               1               1                 5.110
multiplexers                           1               1                 6.569
repair_timing:
| item | in CTS | in global routing |
|---|---|---|
| hold buffers | 0 | 0 |
| pin swaps | 0 | 0 |
| setup endpoints to repair | 5 | 2 |
| buffers inserted | 4 | 0 |
| resized | 8 | 2 |
final timing paths:
check,start,endpoint,depth (start not counted)
hold reg to reg,cnt_temp[0],cnt_temp[0],1
max in group asynchronous,rstn,cnt_temp[0],1
setup reg to reg,cnt_temp[1],cnt_temp[3],5
hold / removal,rstn,cnt_temp[3],1
min in group clk0,cnt_temp[0],cnt_temp[0],1
setup / recovery,cnt_temp[2],cout,3
through the flow:
stage	instances	power (mW)	setup WS (ns)
after floorplan	15	0.1268	0.3355
after global placement	71	0.1318	-0.1815
after detailed placement	71	0.1320	-0.1947
after CTS	78	0.2903	-0.1122
after global routing	78	0.2995	-0.08082
final	78	0.2862	0.001351
metal layers:
metal | up-vias | GRT usage [%] | share of wire (%)
met5 | - | 0 | 0
li1 | 87 | - | -
met2 | 10 | 1.926 | 30
met4 | 0 | 0.5282 | 2.0
met3 | 3 | 1.591 | 11
met1 | 75 | 2.809 | 56
No activity file was given, so power comes from the tool's default toggle rates.
